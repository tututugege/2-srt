[./design.v]
module divider (
    input div_clk,
    input resetn,
    input div,
    input div_signed,
    input [31:0] x,
    input [31:0] y,
    output [31:0] s,
    output [31:0] r,
    output complete
);
    (*MAX_FANOUT = 50*) reg [64:0] rem;
    reg [31:0] quot;
    reg [31:0] quotM;
    reg [32:0] divisor;
    reg [ 5:0] cout;
    (*MAX_FANOUT = 50*) reg [ 4:0] current_state;
    reg [ 4:0] next_state;
    reg [31:0] x_abs_reg;
    reg [31:0] y_abs_reg;
    wire [31:0] s_abs;
    wire [31:0] r_abs;
    wire s_sign;
    wire r_sign;
    wire [31:0] x_abs;
    wire [31:0] y_abs;
    oppo oppo1(x, x[31] & div_signed, x_abs);
    oppo oppo2(y, y[31] & div_signed, y_abs);
    assign s_sign = x[31] ^ y[31];
    assign r_sign = x[31];
    always @(posedge div_clk) begin
        if (~resetn) begin
            x_abs_reg <= 0;
            y_abs_reg <= 0;
        end
        else if (current_state[0] & div)
            x_abs_reg <= x_abs;
            y_abs_reg <= y_abs;
    end
    wire [31:0] lzd_in;
    wire [ 4:0] lzd_out;
    wire [ 5:0] shft_amt;
    wire long_shft;
    wire short_shft;
    wire [ 5:0] lzd_shamt;
    wire [ 5:0] min_shamt;
    wire quot_one;
    wire [32:0] result;  
    wire zero;
    wire [64:0] shft_src;
    wire [64:0] shft_out;
    wire [32:0] add_A;
    wire [32:0] add_B;
    wire cin;
    wire [32:0] add_out;
    wire final_shift;
    reg  [5:0] first_shft;
    always @(posedge div_clk) begin
        if (~resetn)
            first_shft <= 6'b0;
        else if (current_state[1])
            first_shft <= shft_amt;
    end
    assign final_shift = cout <= lzd_shamt;
    assign shft_src = (current_state[1]) ? {33'b0, x_abs_reg}
                                         : rem;
    assign shft_out = shft_src << shft_amt;
    assign long_shft = ~(rem[64] ^ rem[63]);
    assign short_shft = rem[64] ^ rem[63];
    assign quot_one = shft_out[64] ^ shft_out[63];
    assign lzd_shamt = {zero, {5{~zero}} & lzd_out};
    assign min_shamt  = (~final_shift) ? lzd_shamt : cout;
    assign shft_amt = {6{short_shft}} & 6'b1
                    | {6{long_shft }} & min_shamt;
    assign lzd_in = (current_state[1]) ? y_abs_reg : rem[63:32] ^ {32{rem[64]}};
    assign add_A = shft_out[64:32];
    assign add_B = {33{~rem[64]}} ^ divisor;
    assign cin   = ~rem[64];
    assign add_out = add_A + add_B + $unsigned(cin);
    assign result = (quot_one) ? add_out
                               : shft_out[64:32];
    lzd_32 lzd(lzd_in, lzd_out, zero);
    always @(posedge div_clk) begin
        if (~resetn)
            divisor <= 33'b0;
        else if (current_state[1])
            divisor <= {1'b0, y_abs_reg << lzd_out};
    end
    always @(posedge div_clk) begin
        if (~resetn)
            rem <= 65'b0;
        else if (current_state[1])
            rem <= shft_out;
        else if (current_state[2])
            rem <= {result, rem[30:0], 1'b0};
    end
    wire [31:0] shft_quot = quot << shft_amt[4:0];
    wire [31:0] shft_quotM = ~(~quotM << shft_amt[4:0]);
    always @(posedge div_clk) begin
        if (~resetn | current_state[0]) begin
            quot  <= 32'b0;
            quotM <= 32'b0;
        end
        else if (current_state[2]) begin
            if (~shft_out[64] | shft_out[64] & shft_out[63]) 
                quot <= {shft_quot[31:1], ~shft_out[64] & shft_out[63]};
            else 
                quot <= {shft_quotM[31:1], 1'b1};
            if (~shft_out[64] & shft_out[63])
                quotM <= {shft_quot[31:1], 1'b0};
            else
                quotM <= {shft_quotM[31:1], ~(shft_out[64] & ~shft_out[63])};
        end
    end
    always @(posedge div_clk) begin
        if (~resetn | current_state[0])
            cout <= 6'b100000;
        else if (current_state[2])
            cout <= cout - shft_amt;
    end
    localparam IDLE = 5'b00001,
               INIT = 5'b00010,
               QUOT = 5'b00100,
               FIX  = 5'b01000,
               DONE = 5'b10000;
    always @(posedge div_clk) begin
        if (~resetn)
            current_state <= IDLE;
        else
            current_state <= next_state;
    end
    always @(*) begin
        case (current_state)
            IDLE: begin
                if (~resetn) 
                    next_state = IDLE;
                else if (div)
                    next_state = INIT;
                else
                    next_state = IDLE;
            end
            INIT: next_state = QUOT;
            QUOT: begin
                if (final_shift)
                    next_state = FIX;
                else 
                    next_state = QUOT;
            end
            FIX  :next_state = DONE;
            DONE: next_state = IDLE;
            default: next_state = IDLE;
        endcase
    end
    reg [31:0] s_abs_reg;
    reg [31:0] r_abs_reg;
    assign s_abs = (rem[64]) ? quotM : quot;
    assign r_abs = ((rem[64]) ? rem[63:32] + divisor[31:0] : rem[63:32]) >> first_shft;
    always @(posedge div_clk) begin
        if (~resetn) begin
            s_abs_reg <= 0;
            r_abs_reg <= 0;
        end
        else if (current_state[3])
            s_abs_reg <= s_abs;
            r_abs_reg <= r_abs;
    end
    oppo oppo3(s_abs_reg, s_sign & div_signed, s);
    oppo oppo4(r_abs_reg, r_sign & div_signed, r);
    assign complete = current_state[4];
endmodule
module lzd_16 (
    input [15:0] in,
    output [3:0] out,
    output       zero
);
    wire [3:0] z;
    wire [1:0] out_2 [3:0];
    lzd_4 lzd_4_0(in[15:12], out_2[0], z[0]);
    lzd_4 lzd_4_1(in[11: 8], out_2[1], z[1]);
    lzd_4 lzd_4_2(in[ 7: 4], out_2[2], z[2]);
    lzd_4 lzd_4_3(in[ 3: 0], out_2[3], z[3]);
    assign out[2] = z[0] & (~z[1] | z[2] & ~z[3]);
    assign out[3] = z[0] & z[1] & (~z[2] | ~z[3]);
    assign out[1:0] = {2{~out[3] & ~out[2]}} & out_2[0]
                    | {2{~out[3] &  out[2]}} & out_2[1]
                    | {2{ out[3] & ~out[2]}} & out_2[2]
                    | {2{ out[3] &  out[2]}} & out_2[3];
    assign zero = &z;
endmodule
module lzd_32 (
    input [31:0] in,
    output [4:0] out,
    output       zero
);
    wire [1:0] z;
    wire [3:0] out_3_0 [1:0];
    lzd_16 lzd_16_0(in[31:16], out_3_0[0], z[0]);
    lzd_16 lzd_16_1(in[15: 0], out_3_0[1], z[1]);
    assign out[4] = z[0];
    assign out[3:0] = {4{~z[0]}} & out_3_0[0] |
                      {4{ z[0]}} & out_3_0[1];
    assign zero = z[0] & z[1];
endmodule
module lzd_4 (
    input [3:0] in,
    output [1:0] out,
    output       zero
);
    assign zero = ~(|in); 
    assign out[0] = (in[2] | ~in[1]) & ~in[3];
    assign out[1] = ~(in[3] | in[2]);
endmodule
module oppo (
    input [31:0] in,
    input        cin,
    output [31:0] in_abs
);
    assign in_abs = ({32{cin}} ^ in) + $unsigned(cin);
endmodule
[./run.sh]
#!/bin/bash
# OpenROAD 26Q1-2900-gdf79404cd8, Yosys 0.63+post, stock flow scripts
make -C /OpenROAD-flow-scripts/flow DESIGN_CONFIG=/design/flow/config.mk WORK_HOME=/design/flow/orfs finish
[./config.mk]
export PLATFORM = sky130hd
export DESIGN_NAME = divider
export DESIGN_NICKNAME = divider
export VERILOG_FILES = /design/flow/design.v
export SDC_FILE = /design/flow/constraint.sdc
export NUM_CORES = 4
export LEC_CHECK = 1
export CORE_UTILIZATION = 40
[./constraint.sdc]
current_design divider

set clk_period 28.8
set clk_io_pct 0.2

create_clock -name clk0 -period $clk_period [get_ports {div_clk}]

set non_clock_inputs [all_inputs -no_clocks]
set_input_delay [expr $clk_period * $clk_io_pct] -clock clk0 $non_clock_inputs
set_output_delay [expr $clk_period * $clk_io_pct] -clock clk0 [all_outputs]
==> results.py <==
# Auto-generated metrics
metrics = {
    "run_status": {
        "outcome": "completed",
    },
    "floorplanning": {
        "io_pins": 133,
        "die_y_um": 286,
        "die_area_mm2": 0.0816,
        "fp-row-count": 103,
        "fp_util_pct": 40.6,
        "die_w_um": 286,
        "fp.coreArea_mm2": 0.0793,
    },
    "grt": {
        "grt_pass1_wl_mm": 183,
        "overflow": 0,
        "first_global_vias": 29800,
        "antenna_found_initial": 3,
        "grt_max_degree": 106,
        "grtUsageTotal_pct": 29.2,
    },
    "clock_network": {
        "cts_buffers": 39,
        "clk_pin_slew_ps": 60,
        "cts_tree": "built",
        "cts_root_buf": "clkbuf_16",
        "cts.sink_count": 306,
        "cts_buffer_depth": 3,
        "clock_latency_ps": 590,
        "hold_buffers": 0,
        "post_cts.repair.setup_buffers": 0,
        "htree_levels": 2,
        "cts-resized-gates": 0,
    },
    "power": {
        "comb_power_share_pct": 78.8,
        "power_switching_mw": 2.86,
        "vdd_drop_max_uv": 106,
        "swShare_pct": 55.6,
        "pwr_density_cell_mw_per_mm2": 144,
        "seq_power_share_pct": 11.0,
        "p_int_mw": 2.29,
        "p_leak_nw": 13.8,
        "clkPwrFrac_pct": 10.2,
    },
    "yosys": {
        "fa_ha_area_share_pct": 3.41,
        "syn_inst": 4480,
        "yosysUniqueCellTypes": 102,
        "ys_cells": 4480,
        "ff_type": "dfxtp_1",
        "ys_sh_mux_pct": 18.3,
        "ys_ff": 306,
        "ys_warn_count": 3,
        "ys_sh_simple_pct": 22.7,
        "netlist_area_mm2": 0.0322,
        "yosysSeqAreaShare_pct": 19.0,
        "logic_family": "AND-OR/OR-AND gates",
        "async_flop_share_pct": 0,
        "synth_xor_xnor_area_share_pct": 7.29,
        "yosys-stat-area_mm2": 0.0322,
        "ys_sh_aoi_pct": 23.9,
        "edf_count": 0,
        "avgSynthCellArea_um2": 7.18,
    },
    "run": {
        "drv_cap": 0,
        "warning_count": 29,
    },
    "finish": {
        "area_delta_synth_final_pct": 10.8,
        "largest-register": "rem",
        "final_common_cell": "nor2_1",
        "fin_area_mm2": 0.0357,
        "largest_register_ff_count": 65,
        "final_cell_mix": "nor2_1, nand2_1, mux2i_1",
        "drive_above_1_share_pct": 6.74,
    },
    "routing": {
        "avgViaCountPerCell": 6.04,
        "ant_nets": 0,
        "drt-pass1-iter-count": 9,
        "wl_per_cell_um": 21.9,
        "wl_mm": 120,
        "vias": 33100,
        "dr.first_iter.drc_count": 2837,
        "drc": 0,
    },
    "final_timing": {
        "layout_setup_ws_ps": 11980,
        "fin_skew_ps": 32.5,
        "drv_slew": 0,
        "hold_viol": 0,
        "fmax_mhz": 59.4,
        "worstMarginPinSlew_ps": 1140,
        "period_needed_ps": 16820,
        "rsz0062_at_grt": "no",
        "setup-violations-final": 0,
        "relSlewSlack_pct": 23.2,
        "tns_ps": 0,
        "fin_hold_ws_ps": 449,
        "finalCritPeriodShare_pct": 58.4,
    },
    "worst_setup_path": {
        "path_max_fanout": 47,
        "regToRegSetupSlack_ps": 16160,
        "worstReg2RegStart": "rem[64]$_SDFFE_PN0P_",
        "crit_path_start_kind": "primary input",
        "worstPathRequired_ps": 23040,
        "arrival_ps": 11060,
        "end_kind": "primary output",
        "critPathKind": "primary input to primary output",
        "worst_r2r_endpoint": "rem[64]$_SDFFE_PN0P_",
        "rr_worst_depth": 40,
    },
    "place": {
        "post-place-ws_ps": 11880,
        "placed_cell_area_mm2": 0.0343,
        "io_buffers": 132,
        "place_congestion": 1.03,
        "dp_hpwl_mm": 88.7,
    },
    "hold_path": {
        "hold_depth": 2,
        "min_to": "x_abs_reg[25]$_SDFFE_PN0P_",
        "hold_class": "register to register",
        "hold_start": "x_abs_reg[25]$_SDFFE_PN0P_",
    },
}
## routing by layer
| metal | global-route usage, % | part of all wire [%] | vias up | wire (um) |
|---|---|---|---|---|
| met3 | 4.61 | 7.5 | 242 | 8960 |
| met2 | 44.3 | 44 | 1293 | 52400 |
| met5 | 0 | 0 | - | 0 |
| li1 | - | - | 16100 | - |
| met1 | 42.1 | 44 | 15500 | 53100 |
| met4 | 11.5 | 4.6 | 0 | 5460 |
## layout make-up
type	instances	area, um2
fill	8017	43600
clock inverter	23	294
inverter	88	344
antenna	2	5.00
clock buffer	48	1090
tap	1050	1310
sequential	306	6140
multi-input combinational	3737	24400
timing repair buffer	231	2090
## how the worst max path moves through the flow
stage / startpoint / to / cells after the start
after global routing: div_signed / r[31] / 17
final: div_signed / r[31] / 17
after CTS: div_signed / r[31] / 17
## cell families after synthesis
group / Yosys count
flip-flops: 306
AND-OR/OR-AND: 1195
AND/OR/NAND/NOR: 1617
buffers and inverters: 437
multiplexers: 571
adder cells (fa/ha/maj): 86
XOR/XNOR: 268
## worst max-delay path, cell delays in order
cell             delay (ps)
clkdlybuf4s50_1         700
nand2_2                 210
buf_4                   260
inv_2                   320
buf_4                   590
nand2b_1                180
nor2_1                  140
a31oi_1                  60
a211oi_1                550
nor2b_1                 390
a21boi_0                550
nand2_1                 230
nor3_1                  180
nor2_1                   50
o21ai_0                 200
xnor2_1                 150
clkdlybuf4s50_1         510
## synthesized netlist by cell type, drive strengths merged (9+ instances only)
cell type	count	area [um2]
dfxtp	306	6130
ha	83	1040
or2	11	68.8
o22a	18	158
nand4	15	93.8
o211a	9	90.1
a31oi	64	415
clkbuf	215	807
o31ai	20	155
nor3	115	586
a211o	9	78.8
nor2	563	2130
and3	40	250
nand2	503	1890
o22ai	27	169
nand3	122	611
xnor2	223	1950
xor2	45	394
inv	85	319
and2	26	163
o311ai	11	96.4
mux2	62	702
a21boi	9	78.8
a21o	30	225
nor4	29	181
or4	22	165
o211ai	48	370
buf	134	592
or3	41	257
o21a	24	180
o21bai	12	90.1
o21ai	260	1300
o221ai	14	123
nor2b	32	200
mux2i	502	5030
a211oi	147	1110
a311oi	23	236
a21oi	360	1800
a22oi	22	165
nand2b	62	388
## stage by stage
stage / utilization [%] / instances / total power, mW
2_1_floorplan: - / 4480 / 3.44
3_3_place_gp: 43.2 / 5412 / 4.52
3_5_place_dp: 43.2 / 5412 / 4.52
4_1_cts: 45.0 / 5483 / 5.07
5_1_grt: 45.0 / 5483 / 5.48
6_report: 45.0 / 5485 / 5.15
## power by group through the flow
stage | logic [mW] | registers [mW] | clock network (mW)
final | 4.06 | 0.564 | 0.528
after global routing | 4.36 | 0.570 | 0.554
after CTS | 3.97 | 0.561 | 0.539
Power and IR drop assume default switching activity.
